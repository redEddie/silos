==> ./config.mk <==
export PLATFORM = sky130hd
export DESIGN_NAME = vend
export DESIGN_NICKNAME = vend
export VERILOG_FILES = /design/flow/design.v
export SDC_FILE = /design/flow/constraint.sdc
export NUM_CORES = 4
export LEC_CHECK = 1
export CORE_AREA = 10 10 70 70
export DIE_AREA = 0 0 80 80
==> ./constraint.sdc <==
current_design vend

set clk_period 1.8
set clk_io_pct 0.2

create_clock -name clk0 -period $clk_period [get_ports {clock}]

set non_clock_inputs [all_inputs -no_clocks]
set_input_delay [expr $clk_period * $clk_io_pct] -clock clk0 $non_clock_inputs
set_output_delay [expr $clk_period * $clk_io_pct] -clock clk0 [all_outputs]
==> ./design.v <==
module vend( coin, clock, reset, newspaper);
input [1:0] coin;             
input clock;
input reset;
output newspaper;                   
wire newspaper;
wire [1:0] NEXT_STATE;
reg [1:0] PRES_STATE;
parameter s0 = 2'b00;         
parameter s5 = 2'b01;         
parameter s10 = 2'b10;        
parameter s15 = 2'b11;        
function [2:0] fsm;
	input [1:0] fsm_coin;         
	input [1:0] fsm_PRES_STATE;
	reg fsm_newspaper;                  
	reg [1:0] fsm_NEXT_STATE;
begin
	case (fsm_PRES_STATE)
	s0:  
	begin
		if (fsm_coin == 2'b10)
		begin
			fsm_newspaper = 1'b0;
			fsm_NEXT_STATE = s10;
		end
		else if (fsm_coin == 2'b01)
		begin
			fsm_newspaper = 1'b0;
			fsm_NEXT_STATE = s5;
		end
		else 
		begin
			fsm_newspaper = 1'b0;
			fsm_NEXT_STATE = s0;
		end
	end
	s5:  
	begin
		if (fsm_coin == 2'b10)
		begin
			fsm_newspaper = 1'b0;
			fsm_NEXT_STATE = s15;
		end
		else if (fsm_coin == 2'b01)
		begin
			fsm_newspaper = 1'b0;
			fsm_NEXT_STATE = s10;
		end
		else 
		begin
			fsm_newspaper = 1'b0;
			fsm_NEXT_STATE = s5;
		end
	end
	s10:  
	begin
		if (fsm_coin == 2'b10)
		begin
			fsm_newspaper = 1'b0;
			fsm_NEXT_STATE = s15;
		end
		else if (fsm_coin == 2'b01)
		begin
			fsm_newspaper = 1'b0;
			fsm_NEXT_STATE = s15;
		end
		else 
		begin
			fsm_newspaper = 1'b0;
			fsm_NEXT_STATE = s10;
		end
	end
	s15:  
	begin
		fsm_newspaper = 1'b1;
		fsm_NEXT_STATE = s0;
	end
	endcase
	fsm = {fsm_newspaper, fsm_NEXT_STATE};
end
endfunction
assign {newspaper, NEXT_STATE} = fsm(coin, PRES_STATE);
always @(posedge clock)
begin
	if (reset == 1'b1)
		PRES_STATE =  s0;
	else
		PRES_STATE =  NEXT_STATE;
end
endmodule
==> ./run.sh <==
#!/bin/bash
# OpenROAD 26Q1-2900-gdf79404cd8, Yosys 0.63+post, stock flow scripts
make -C /OpenROAD-flow-scripts/flow DESIGN_CONFIG=/design/flow/config.mk WORK_HOME=/design/flow/orfs finish
==> tab_implementation.tex <==
% Yosys + OpenROAD metrics
\begin{tabular}{lr}
\hline
Metric & Value \\
\hline
\multicolumn{2}{l}{\textbf{Clock network}} \\
Hold-fix buffer count after cts & 0 \\
Clock tree root buffer cell & sky130\_fd\_sc\_hd\_\_clkbuf\_4 \\
Clock-pin transition on the worst setup and hold timing paths & approximately 40 ps \\
Number of buffers created by CTS & 3 \\
Depth of the CTS H-tree & 1 \\
Post-CTS Setup Inserts & 0 \\
TritonCTS sink count & 4 \\
Clock tree from TritonCTS & yes \\
Buffer levels on the longest clock path & 2 \\
Number of gates resized after CTS & 0 \\
Insertion Delay late pin & $\sim$230 ps \\
\multicolumn{2}{l}{\textbf{Setup path}} \\
Buffers \& Inverters on Critical Path & 1 \\
Critical path's top delay family & buffers and inverters \\
Kind of capture point of the worst setup path & primary output \\
Largest incremental delay on the critical path & 490 ps \\
Worst R2R Setup Slack & slightly below 900 ps \\
Kind of start point of the critical path & register \\
Worst Path Class, Setup & reg2out \\
Data arrival time of the critical path & 1070 ps \\
Slowest cell on the critical path & sky130\_fd\_sc\_hd\_\_clkdlybuf4s50\_1 \\
Critical path fanouts, max & 2 \\
Required time of the worst setup path & 1440 ps \\
Critical-path cell list & clkdlybuf4s50\_1 \\
\multicolumn{2}{l}{\textbf{Routing}} \\
Ant. Diodes & 0 \\
Number of detailed-route iterations in the first pass & 2 \\
DRC viols & 0 \\
Average wire per standard cell & 6.32 um \\
Number of antenna-violating nets in the routed design & 0 \\
Detailed-route via count & 157 \\
Total wirelength of the detailed-routed design & 449 um \\
Number of DRC violations after detailed-routing iteration 0 & 2 \\
Via density & 2.21 \\
\multicolumn{2}{l}{\textbf{Run status}} \\
Result of the run & finished clean \\
\multicolumn{2}{l}{\textbf{Placed design}} \\
Total cell area at the placement stage & about 280 um2 \\
Port Buffers & 4 \\
Placer's final routability congestion estimate & 0.656 \\
\multicolumn{2}{l}{\textbf{Power and ir drop}} \\
Leakage power & 0.0907 nW \\
Maximum VDD drop & 0.0950 mV \\
Power density over cell area & 809 nW/um2 \\
\multicolumn{2}{l}{\textbf{STA}} \\
Worst slew slack as a fraction of its limit & 0.786 \\
Transition time at the pin with the least slew margin & between 300 and 400 ps \\
Setup skew after layout & approximately 3.2 ps \\
Unrepaired setup endpoints after global routing & false \\
Sum Neg Setup Slack & 0 ps \\
Post-layout period usage & 0.797 \\
Final hold viol count & 0 \\
Max Fclk & 697 MHz \\
Count of final max-slew check failures & 0 \\
Number of endpoints failing setup at the final stage & 0 \\
Final period demand of the worst path & between 1000 and 1500 ps \\
\multicolumn{2}{l}{\textbf{Global route}} \\
Via count of the first global-routing pass & 177 \\
Antenna violations before repair & 0 \\
Total routing resource utilization after global routing & 0.0172 \\
First-pass GRT wire length & 807 um \\
Global-route congestion overflow total & 0 \\
Maximum number of pins on one net before global-route repair & 10 \\
\multicolumn{2}{l}{\textbf{Synth}} \\
Yosys Warn Count & 1 \\
Cells in synth\_stat.txt & 19 \\
Area of the mapped netlist & 185 um2 \\
Number of synthesized register bits & 4 \\
Post-synthesis cell type count & 11 \\
Average size of a mapped cell & approximately 9.7 um2 \\
Total cell area reported by yosys after synthesis & about 190 um2 \\
Sequential element share of the synthesized area & 0.432 \\
Instance count of the mapped netlist & 19 \\
\multicolumn{2}{l}{\textbf{Cells and area}} \\
Number of flip-flops under the largest register name & 4 \\
Final non-filler cell area & 298 um2 \\
Fraction of final layout cells sized beyond drive strength 1 & 0.120 \\
Combined flip-flop and latch cell area & 80.1 um2 \\
Footprint of the multi-input gates & 97.6 um2 \\
Area growth, synth to finish & 60.8\% \\
Fill count & 407 \\
\multicolumn{2}{l}{\textbf{Die}} \\
Chip area & 6400 um2 \\
Width of the die & approximately 80 um \\
Vertical die dimension & 80 um \\
Number of ports placed on the die boundary & 5 \\
Site Rows & 21 \\
Effective utilization at floorplan & 0.0542 \\
CORE AREA & 3420 um2 \\
\multicolumn{2}{l}{\textbf{Run}} \\
Max capacitance violation total & 0 \\
Number of warning messages in the logs & 25 \\
\multicolumn{2}{l}{\textbf{Worst hold path}} \\
Worst hold path class & reg2reg \\
\hline
\end{tabular}
## worst paths after layout
check / start / cells past startpoint / end
setup reg to reg: PRES_STATE[2]$_DFF_P_ / 3 / PRES_STATE[2]$_DFF_P_
hold / removal: PRES_STATE[3]$_DFF_P_ / 1 / PRES_STATE[0]$_DFF_P_
hold reg to reg: PRES_STATE[3]$_DFF_P_ / 1 / PRES_STATE[0]$_DFF_P_
setup / recovery: PRES_STATE[3]$_DFF_P_ / 1 / newspaper
## final cells by class
class                   instances  area share
clock buffers                   3      0.0756
repair buffers                  4       0.134
well taps                      46       0.193
multi-input cells              14       0.328
flip-flops and latches          4       0.269
## cells by family (layout without fill, tap and decap cells)
group / Yosys count / after routing / share of synthesized area
compound gates: 7 / 7 / 0.263
simple gates: 5 / 5 / 0.162
flops: 4 / 4 / 0.432
xor+xnor: 1 / 1 / 0.0473
mux: 1 / 1 / 0.0541
buf+inv: 1 / 7 / 0.0406
## routing by layer
| metal | GRT usage | vias up | routed length (um) |
|---|---|---|---|
| met5 | 0 | - | 0 |
| met4 | 0.00528 | 0 | 11 |
| met3 | 0.0284 | 2 | 125 |
| met2 | 0.0136 | 9 | 110 |
| met1 | 0.0193 | 64 | 202 |
| li1 | - | 82 | - |
## cells in the final DEF, fill, tap and decap left out
cell                              n
sky130_fd_sc_hd__a211o_1          1
sky130_fd_sc_hd__a211oi_1         4
sky130_fd_sc_hd__a21oi_1          1
sky130_fd_sc_hd__clkbuf_4         3
sky130_fd_sc_hd__clkdlybuf4s50_1  4
sky130_fd_sc_hd__dfxtp_1          4
sky130_fd_sc_hd__mux2i_1          1
sky130_fd_sc_hd__nand2_1          1
sky130_fd_sc_hd__nand3b_1         1
sky130_fd_sc_hd__nor2b_1          3
sky130_fd_sc_hd__o21ai_0          1
sky130_fd_sc_hd__xnor2_1          1
## cell usage after synthesis
library cell / instances / share of area
sky130_fd_sc_hd__nand2_1: 1 / 0.020
sky130_fd_sc_hd__a21oi_1: 1 / 0.027
sky130_fd_sc_hd__buf_4: 1 / 0.041
sky130_fd_sc_hd__mux2i_1: 1 / 0.054
sky130_fd_sc_hd__a211oi_1: 4 / 0.16
sky130_fd_sc_hd__dfxtp_1: 4 / 0.43
sky130_fd_sc_hd__a211o_1: 1 / 0.047
sky130_fd_sc_hd__xnor2_1: 1 / 0.047
sky130_fd_sc_hd__nand3b_1: 1 / 0.041
sky130_fd_sc_hd__o21ai_0: 1 / 0.027
sky130_fd_sc_hd__nor2b_1: 3 / 0.10
## stage by stage
| stage | instances | setup WS [ps] | total power, mW | hold WS (ps) | utilization |
|---|---|---|---|---|---|
| floorplan | 19 | 791 | 0.119 | 394 | - |
| global placement | 68 | 291 | 0.131 | 433 | 0.0806 |
| detailed placement | 68 | 257 | 0.132 | 466 | 0.0806 |
| CTS | 71 | 350 | 0.247 | 482 | 0.0872 |
| global route | 71 | 326 | 0.261 | 493 | 0.0872 |
| finish | 71 | 365 | 0.241 | 487 | 0.0872 |
## report_power, final
group / internal, mW / leakage (nW) / switching [mW]
clock network: 0.0745 / 0.0138 / 0.0354
logic: 0.0176 / 0.0438 / 0.0121
registers: 0.0961 / 0.0331 / 0.00525
total: 0.188 / 0.0907 / 0.0527
Power and IR drop assume default switching activity.
