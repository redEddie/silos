--- ./config.mk ---
export PLATFORM = sky130hd
export DESIGN_NAME = magnitude_comparator
export DESIGN_NICKNAME = magnitude_comparator
export VERILOG_FILES = /design/flow/design.v
export SDC_FILE = /design/flow/constraint.sdc
export NUM_CORES = 4
export LEC_CHECK = 1
export CORE_AREA = 10 10 70 70
export DIE_AREA = 0 0 80 80
--- ./design.v ---
module magnitude_comparator(A_gt_B, A_lt_B, A_eq_B, A, B);
output A_gt_B, A_lt_B, A_eq_B;
input [3:0] A, B;
assign A_gt_B = (A > B);  
assign A_lt_B = (A < B);  
assign A_eq_B = (A == B);  
endmodule
--- ./constraint.sdc ---
current_design magnitude_comparator

set clk_period 2.9
set clk_io_pct 0.2

create_clock -name clk0 -period $clk_period

set non_clock_inputs [all_inputs -no_clocks]
set_input_delay [expr $clk_period * $clk_io_pct] -clock clk0 $non_clock_inputs
set_output_delay [expr $clk_period * $clk_io_pct] -clock clk0 [all_outputs]
--- ./run.sh ---
#!/bin/bash
# OpenROAD 26Q1-2900-gdf79404cd8, Yosys 0.63+post, stock flow scripts
make -C /OpenROAD-flow-scripts/flow DESIGN_CONFIG=/design/flow/config.mk WORK_HOME=/design/flow/orfs finish
==> git commit body <==
Update PnR metrics after Yosys + OpenROAD run

- The report shows a maximum critical-path fanout of 2.
- DR vias: 142
- Number of antenna violations at the first check in global routing: 0
- Setup repair after global routing left no endpoint under its margin.
- Yosys mapped the design onto 9 distinct sky130hd cell types.
* Share of the synthesized area in the top cell type: 0.388
- Die outline height: 80 µm
- For the pin with the worst max-slew slack, the measured transition is 0.201 ns.
- Required time of the critical path: 2.32 ns
- Buffers inserted to repair hold after CTS numbered 0.
- Setup-failing EPs final: 0
- Remaining max-slew budget at the tightest pin: 0.866
- First-pass GRT wire length: roughly 750 µm
- Commonest cells in the netlist: sky130_fd_sc_hd__ha_1, sky130_fd_sc_hd__inv_1, sky130_fd_sc_hd__nand2_1
- Final-layout clock buffer total: 0
- According to the I/O placement log, the pin count is 11.
- Post-route clock period utilization: 0.960
* Overall chip area: around 6400 µm²
* Top cells by area in the synthesized netlist: sky130_fd_sc_hd__ha_1, sky130_fd_sc_hd__o21bai_4, sky130_fd_sc_hd__inv_1
- Largest net degree at the start of global routing: 3
* VDD IR max: approximately 17 µV
- Internal power: 0.0000266 W
- The synth_stat.txt file lists the number of cells as 16.
- Pwr Density: 131 nW/µm²
* LEAKAGE: roughly 0.13 nW
- Total detailed-routing wirelength: about 460 µm
- Standard-cell rows: 21
- Final routed DRC violation total: 0
* Flop pwr share: 0
- Clock power frac: 0
* Width of the die: 80 µm
- STA classifies the critical path endpoint as an output pin.
* DR vias/cell: slightly below 2
- TritonRoute pass-1 iters: 2
* Type of the tightest min-delay check: in -> out
- Element type at the critical path start: input port
* Cell Count, Final, Fillers Out: 73
* Effective utilization at floorplan: 0.0377
* Reported net switching power: 0.0000125 W
* Detailed-route wire length per cell: 6.23 µm
- According to the timing report, the arrival time at the worst endpoint equals ~2.2 ns.
* Max-slew violation count: 0
- Of the total power, combinational logic draws 1.000.
- Fin. Hold Viols: 0
- Setup Fix Bufs, Post-CTS: 0
- The floorplan step defined a core boundary enclosing ~3400 µm².
* Cell count after synthesis: 16
- In the setup report, the worst path falls into the class in -> out.
- The share of the Yosys chip area taken by registers is 0.
* Final worst path period need: 2.78 ns
- Per the post-route antenna check, the number of violating nets is 0.
- In this run the cell area of the synthesized design comes to 129 µm².
- Avg Inst Size Synth: ~8.1 µm²
- The global routing report lists combined usage of all routing layers as 0.0143.
- The repair_antennas step left the layout with diodes totalling 0.
* Number of warnings printed during yosys synthesis: 0
- Post-Route Utilization: 0.0875
* Final estimated routing congestion in global placement: between 0.6 and 0.7
- Switch share: 0.320
- Congestion Overflow GR: 0
- Per the run report, area growth between synthesis and finish was 132%.
- Status: finished, final reports clean
* Number of global-route vias before repair: 133
* Number of port buffers: 11
- Reg area: 0 µm²
* Cell taking the most area after synthesis: sky130_fd_sc_hd__ha_1
- Of the cells placed in the final design, the portion with a size suffix greater than 1 is 0.111.
- Count of maximum capacitance violations: 0
- Synthesis area per yosys: roughly 130 µm²
- Instance count after placement with tap cells included: between 70 and 80
- Drt initial violations: 3
- Count of flip-flops and latches: 0
- Post-Route Setup TNS: 0 ns
- Tool Warnings: 32
* Upper clock frequency limit: 359 MHz
## power by group through the flow
stage / logic, W / clock network, W / registers, W
after CTS: 0.0000409 / 0 / 0
after global routing: 0.0000437 / 0 / 0
final: 0.0000392 / 0 / 0
## worst max-delay path, stage by stage
cell	delay [ns]
sky130_fd_sc_hd__clkdlybuf4s50_1	0.46
sky130_fd_sc_hd__inv_1	0.04
sky130_fd_sc_hd__ha_1	0.28
sky130_fd_sc_hd__nor2b_4	0.14
sky130_fd_sc_hd__o21bai_4	0.11
sky130_fd_sc_hd__and2_1	0.13
sky130_fd_sc_hd__clkdlybuf4s50_1	0.46
## cell type report
| cell class | instances | area, µm² |
|---|---|---|
| Multi-Input combinational cell | 12 | 114 |
| Timing Repair Buffer | 11 | 113 |
| Inverter | 4 | 15.0 |
| Tap cell | 46 | 57.6 |
| Fill cell | 399 | 3120 |
## kinds of logic (layout without fill, tap and decap cells)
family,after synthesis,in the layout,share of synthesized area
adder cells (fa/ha/maj),4,4,0.388
buffers and inverters,4,15,0.116
AND/OR/NAND/NOR,5,5,0.243
AND-OR/OR-AND,3,3,0.252
## final timing paths
| check | endpoint | start | cells after the start |
|---|---|---|---|
| worst min-delay path | A_gt_B | B[3] | 6 |
| worst max-delay path | A_lt_B | B[1] | 7 |
## metal layers
layer	vias to the layer above	part of all wire	routed length [µm]	track usage
met3	0	0.16	72	0.00682
li1	73	-	-	-
met1	62	0.45	204	0.0191
met5	-	0	0	0
met2	7	0.39	178	0.0217
met4	0	0	0	0
## cell usage in the layout (no fill, tap or decap), drive strengths merged
master	netlist	layout
nor2	1	1
and2	1	1
nand2	2	2
a21oi	2	2
ha	4	4
dlymetal6s2s	0	1
nor2b	1	1
inv	4	4
o21bai	1	1
clkdlybuf4s50	0	10
## what timing repair did
item / CTS / global route
gates resized: 0 / 1
setup endpoints to repair: 0 / 2
hold endpoints to repair: 0 / 0
## metrics by stage
stage / total power (W) / worst slack (ns) / cell area [µm²] / hold WS [ns]
floorplan: 0.0000174 / 1.10 / 129 / 1.39
global placement: 0.0000400 / 0.0806 / 297 / 2.37
detailed placement: 0.0000405 / 0.0753 / 297 / 2.37
CTS: 0.0000409 / 0.0629 / 297 / 2.37
global route: 0.0000437 / 0.00528 / 299 / 2.14
finish: 0.0000392 / 0.116 / 299 / 2.06
Power is estimated from default activity; no workload was simulated.
