==> run.sh <==
#!/bin/bash
# OpenROAD 26Q1-2900-gdf79404cd8, Yosys 0.63+post, stock flow scripts
make -C /OpenROAD-flow-scripts/flow DESIGN_CONFIG=/design/flow/config.mk WORK_HOME=/design/flow/orfs finish
==> config.mk <==
export PLATFORM = sky130hd
export DESIGN_NAME = fulladd4
export DESIGN_NICKNAME = fulladd4
export VERILOG_FILES = /design/flow/design.v
export SDC_FILE = /design/flow/constraint.sdc
export NUM_CORES = 4
export LEC_CHECK = 1
export CORE_AREA = 10 10 70 70
export DIE_AREA = 0 0 80 80
==> constraint.sdc <==
current_design fulladd4

set clk_period 3.0
set clk_io_pct 0.2

create_clock -name clk0 -period $clk_period

set non_clock_inputs [all_inputs -no_clocks]
set_input_delay [expr $clk_period * $clk_io_pct] -clock clk0 $non_clock_inputs
set_output_delay [expr $clk_period * $clk_io_pct] -clock clk0 [all_outputs]
==> design.v <==
module fulladd4(sum, c_out, a, b, c_in);
output [3:0] sum;
output c_out;
input [3:0] a,b;
input c_in;
wire p0,g0, p1,g1, p2,g2, p3,g3;
wire c4, c3, c2, c1;
assign p0 = a[0] ^ b[0],
       p1 = a[1] ^ b[1],
       p2 = a[2] ^ b[2],
       p3 = a[3] ^ b[3];
assign g0 = a[0] & b[0],
       g1 = a[1] & b[1],
       g2 = a[2] & b[2],
       g3 = a[3] & b[3];
assign c1 = g0 | (p0 & c_in),
       c2 = g1 | (p1 & g0) | (p1 & p0 & c_in),
       c3 = g2 | (p2 & g1) | (p2 & p1 & g0) | (p2 & p1 & p0 & c_in),
       c4 = g3 | (p3 & g2) | (p3 & p2 & g1) | (p3 & p2 & p1 & g0) |
				(p3 & p2 & p1 & p0 & c_in);
assign sum[0] = p0 ^ c_in,
       sum[1] = p1 ^ c1,
       sum[2] = p2 ^ c2,
       sum[3] = p3 ^ c3;
assign c_out = c4;
endmodule
==> results_dict.tcl <==
# collected from the flow reports
set metrics [dict create \
    fp_util_pct 4.98 \
    rsz0062_at_grt "false" \
    synth_cell_types 10 \
    ys_area_sq_um 170 \
    ant_nets 0 \
    layout.area.comb_sq_um 163 \
    layout_setup_ws_ns 0.140 \
    areaGrowthSynthToFinish_pct 124 \
    min_path_cells 6 \
    nFillCells 404 \
    ys_sh_adder_pct 48.5 \
    synth_area_sq_um 170 \
    aoi_share_pct 25.0 \
    grt_pass1_vias 184 \
    ys_warn_count 0 \
    worstSetupEndpointType "output pin" \
    overflow 0 \
    yosysCellCount 20 \
    drv_slew 0 \
    vias 176 \
    pre_cts_slack_ns 0.0694 \
    wl_per_cell_um 6.88 \
    dr.pass1.iters 2 \
    drt-initial-drc-count 8 \
    track_usage_pct 1.73 \
    start_kind "input pin" \
    slew_headroom_pct 89.8 \
    logic_family "adder cells" \
    setup_viol 0 \
    wirelength_um 550 \
    flop-count 0 \
    max_freq_mhz 350 \
    grt_max_degree 4 \
    rows 21 \
    holdPathEnd "sum[2]" \
    xor_share_pct 15.4 \
    n_clock_buffer 0 \
    p_leak_uw 0.000175 \
    hold_viol 0 \
    min_from "a[0]" \
    arrival_ns 2.26 \
    critPathMaxFanout 3 \
    antenna_found_initial 0 \
    lay_top_count "clkdlybuf4s50_1" \
    die_h_um 80 \
    tightest_slew_ns 0.152 \
    gp_congestion 0.698 \
    die_w_um 80 \
    cp_data_required_time_ns 2.40 \
    ios 14 \
    coreArea_sq_um 3420 \
    avgSynthCellArea_sq_um 8.51 \
    crit_type "in2out" \
    status "complete, no violations" \
    hold_path_class "in2out" \
    power.density_nw_per_um2 169 \
    drive_gt1_share_pct 11.8 \
    simple_gate_area_share_pct 2.21 \
    grt_first_pass_wirelength_um 876 \
    hold_buffers 0 \
    via_per_inst 2.20 \
    finalCriticalPeriod_ns 2.86 \
    warnings 33 \
    antenna_cells 0 \
    mux_share_pct 0 \
    drc_errors 0 \
    dieArea_sq_um 6400 \
    io_buffers 14 \
    hpwl_um 519 \
    ir_worst_vdd_uv 76.5 \
    drv_cap 0 \
    fin_setup_tns_ns 0 \
    lay_top_cells "clkdlybuf4s50_1, ha_1, inv_1" \
    yosys.stat.seqShare_pct 0 \
    netlist_instances 20 \
    regArea_sq_um 0 \
    fin_util_pct 11.1 \
    timing.final.crit_share_pct 95.3 \
]
[final cells by class]
cell class / count / share of cell area [%]
multi-input combinational: 16 / 42.8
timing repair buffer: 14 / 38.2
tap: 46 / 15.1
inverter: 4 / 3.95
[layer usage]
layer  vias to the layer above  track usage (%)  wire length (um)
li1                         96                -                 -
met1                        67             2.98               321
met2                        13             1.44               107
met3                         0             1.36               122
met4                         0                0                 0
met5                         -                0                 0
[synth_stat cells]
master | count | area share (%)
ha_1 | 5 | 37
inv_1 | 4 | 8.8
a21o_1 | 2 | 8.8
a21oi_1 | 2 | 5.9
xnor2_1 | 2 | 10
a21oi_2 | 1 | 5.1
fa_1 | 1 | 12
nand2_1 | 1 | 2.2
o21ai_2 | 1 | 5.1
xor2_1 | 1 | 5.1
[worst max path at each step]
stage / from / endpoint / slack (ns) / depth (start not counted)
after CTS: a[0] / sum[2] / 0.05 / 6
after global routing: b[0] / sum[3] / 0.02 / 6
final: b[0] / sum[3] / 0.14 / 6
[repair_timing]
item                                    4_1_cts  5_1_grt
gates resized                                 0        4
setup buffers                                 0        0
endpoints found under the setup margin        0        2
[per-stage QoR]
stage          hold slack, ns  instance area (sq um)  total power (uW)  std cells
6_report                 1.90                    380              64.5         80
5_1_grt                  1.99                    380              73.3         80
4_1_cts                  2.29                    368              65.5         80
3_5_place_dp             2.29                    368              64.8         80
3_3_place_gp             2.28                    368              63.6         80
2_1_floorplan            1.37                    170              23.2         20
[worst max-delay path: stages]
cell and delay [ns]:
clkdlybuf4s50_1 0.46, ha_1 0.33, a21oi_2 0.06, o21ai_2 0.17
xor2_1 0.15, clkdlybuf4s50_1 0.48
[logic make-up (layout without fill, tap and decap cells)]
family / count (synthesis) / count (layout)
adders and majority gates: 6 / 6
xor gates and xnor gates: 3 / 3
and+or+nand+nor: 1 / 1
buffers and inverters: 4 / 18
AOI/OAI and AO/OA: 6 / 6
[where the power goes]
part           internal (uW)  leakage, uW  switching [uW]
Combinational           43.2     0.000175            21.3
Sequential                 0            0               0
Clock                      0            0               0
Power figures rest on the tool's default switching activity, not on a simulated workload.
